File: config.mk
export PLATFORM = sky130hd
export DESIGN_NAME = X_RAM_NOREAD
export DESIGN_NICKNAME = X_RAM_NOREAD
export VERILOG_FILES = /design/flow/design.v
export SDC_FILE = /design/flow/constraint.sdc
export NUM_CORES = 4
export LEC_CHECK = 1
export CORE_UTILIZATION = 40
File: constraint.sdc
current_design X_RAM_NOREAD

set clk_period 5.3
set clk_io_pct 0.2

create_clock -name clk0 -period $clk_period [get_ports {clk}]

set non_clock_inputs [all_inputs -no_clocks]
set_input_delay [expr $clk_period * $clk_io_pct] -clock clk0 $non_clock_inputs
set_output_delay [expr $clk_period * $clk_io_pct] -clock clk0 [all_outputs]
File: design.v
`timescale 1ns / 1ps
module X_RAM_NOREAD(clk,reset,Start, Stop, Ack, out_pipe, Score,
	X_Edge_OO_L,
	X_Edge_O1_L,
	X_Edge_O2_L,
	X_Edge_O3_L,
	X_Edge_O4_L,
	X_Edge_OO_R,
	X_Edge_O1_R,
	X_Edge_O2_R,
	X_Edge_O3_R,
	X_Edge_O4_R,
	Q_Initial,
	Q_Count,
	Q_Stop);
 input clk,reset;
 input Start, Stop, Ack;
 output [9:0] X_Edge_OO_L;
 output [9:0] X_Edge_O1_L;
 output [9:0] X_Edge_O2_L;
 output [9:0] X_Edge_O3_L;
 output [9:0] X_Edge_O4_L;
 output [9:0] X_Edge_OO_R;
 output [9:0] X_Edge_O1_R;
 output [9:0] X_Edge_O2_R;
 output [9:0] X_Edge_O3_R;
 output [9:0] X_Edge_O4_R;
 output	[2:0] out_pipe;
 output	[7:0] Score;
 output 	Q_Initial, Q_Count, Q_Stop;
 reg [9:0] array_X_Left [4:0];  
 reg [9:0] array_X_Right [4:0];  
 reg [2:0] out_pipe;
 reg [7:0] Score;
 reg[2:0] state;
 localparam
			QInitial = 3'b001,
			QCount	= 3'b010,
			QStop = 3'b100,
			UNK		= 3'bXXX;
	assign {Q_Stop, Q_Count,
			Q_Initial } = state;
	parameter X0_init = 0;
	parameter X1_init = 142;
	parameter X2_init = 284;
	parameter X3_init = 426;
	parameter X4_init = 568;
	parameter X0_init_2 = 61;
	parameter X1_init_2 = 203;
	parameter X2_init_2 = 345;
	parameter X3_init_2 = 487;
	parameter X4_init_2 = 629;
	reg [2:0] out_temp_1;
	reg [2:0] out_temp_2;
	reg [2:0] out_temp_3;
	reg [2:0] out_temp_4;
integer i;
 always @ (posedge clk, posedge reset)
	begin  : X_RAM_logic
		if(reset)
		begin
			state <= QInitial;
		end
		else
		begin
			case(state)	 
				QInitial:
				begin
						Score <= 0;
						array_X_Left[0] <= X0_init;
						array_X_Left[1] <= X1_init;
						array_X_Left[2] <= X2_init;
						array_X_Left[3] <= X3_init;
						array_X_Left[4] <= X4_init;
						array_X_Right[0] <= X0_init_2;
						array_X_Right[1] <= X1_init_2;
						array_X_Right[2] <= X2_init_2;
						array_X_Right[3] <= X3_init_2;
						array_X_Right[4] <= X4_init_2;
						out_pipe <= 2;  
						out_temp_1 <= 3;
						out_temp_2 <= 4;
						out_temp_3 <= 0;
						out_temp_4 <= 1;
					if(Start)  
						state <= QCount;
				end	
				QCount:
				begin
					if(Stop)
					begin
						state <= QStop;
					end
						for(i = 0; i < 5; i = i + 1)  
						begin
							array_X_Left[i] <= array_X_Left[i]-10'd1;
							if(array_X_Left[i] == 0)
							begin
								array_X_Left[i] <= 0;
							end
							array_X_Right[i] <= array_X_Right[i]-10'd1;
							if(array_X_Right[i] == 0)
							begin
								array_X_Left[i] <= 10'd640;
								array_X_Right[i] <= 10'd720;
							end
						end
						if(array_X_Right[out_pipe] < 230)  
						begin  
							out_pipe <= out_pipe + 1;
							if(out_pipe == 4)
								out_pipe <= 0;
							out_temp_1 <= out_temp_1 + 1;
							if(out_temp_1 == 4)
								out_temp_1 <= 0;
							out_temp_2 <= out_temp_2 + 1;
							if(out_temp_2 == 4)
								out_temp_2 <= 0;
							out_temp_3 <= out_temp_3 + 1;
							if(out_temp_3 == 4)
								out_temp_3 <= 0;
							out_temp_4 <= out_temp_4 + 1;
							if(out_temp_4 == 4)
								out_temp_4 <= 0;								
							if(~Stop) 
							begin
								if(Score == 8'b1001_1001)
									Score <= 0;
								else if(Score[3:0] == 4'b1001)
								begin
									Score[7:4] <= Score[7:4] + 1;
									Score[3:0] <= 0;
								end
								else
								begin
									Score[7:4] <= Score[7:4];
									Score[3:0] <= Score[3:0] + 1;
								end
							end
						end
				end  
				QStop:
				begin
					if(Ack)
						state <= QInitial;
				end
				default:
					state <= UNK;
			endcase
		end
	end
 assign X_Edge_OO_L = array_X_Left[out_pipe];
 assign X_Edge_O1_L = array_X_Left[out_temp_1];
 assign X_Edge_O2_L = array_X_Left[out_temp_2];
 assign X_Edge_O3_L = array_X_Left[out_temp_3];
 assign X_Edge_O4_L = array_X_Left[out_temp_4];
 assign X_Edge_OO_R = array_X_Right[out_pipe];
 assign X_Edge_O1_R = array_X_Right[out_temp_1];
 assign X_Edge_O2_R = array_X_Right[out_temp_2];
 assign X_Edge_O3_R = array_X_Right[out_temp_3];
 assign X_Edge_O4_R = array_X_Right[out_temp_4];
endmodule
File: run.sh
#!/bin/bash
# OpenROAD 26Q1-2900-gdf79404cd8, Yosys 0.63+post, stock flow scripts
make -C /OpenROAD-flow-scripts/flow DESIGN_CONFIG=/design/flow/config.mk WORK_HOME=/design/flow/orfs finish
==> GITHUB_STEP_SUMMARY <==
## Implementation flow summary

| Metric | Value |
|---|---|
| CTS tree | built |
| Maximum root-to-sink buffer count | 2 |
| Resized Gates After CTS | 0 |
| Crit path cell chain | inv_1, ha_1, nor2b_1, a32oi_1, a31oi_1, clkdlybuf4s50_1 |
| RePlAce Congestion | 0.979 |
| Post-Syn Instances | 1195 |
| Log Warnings | between 40 and 50 |
| Setup Buffers After CTS | 0 |
| Wire per inst | 24.1 um |
| CTS buffer count | 17 |
| Initial antenna violation count | 0 |
| Die area | 25900 um^2 |
| DRT Wirelength | 37100 um |
| WHS Endpoint | state[0] |
| Crit Path Class | register to output port |
| Final std cells w/o fill | 1539 |
| Cell Pwr Density | 701 nW/um^2 |
| Share of layout cells above drive strength 1 | 0.0725 |
| Hold_buf cts | 0 |
| Io pins | around 120 |
| Main flop type | edfxtp_1 |
| Max_slew headroom | 0.434 |
| Synth Cell Area | about 10000 um^2 |
| Worst Path Buf+Inv | 2 |
| CP peak stage delay | 0.76 ns |
| Vias per cell | 6.36 |
| DR vias | between 9000 and 10000 |
| Starting Density | 0.411 |
| Hold wc startpoint | state[0] |
| Clk pin slew, worst setup/hold paths | ~0.06 ns |
| Clock tree sinks | 126 |
| Number of port buffers | 118 |
| Fin. Hold Viols | 0 |
| Hold Slack | 0.562 ns |
| Grt ovf | 0 |
| Die Wd | between 150 and 200 um |
| Post-synth top area share | 0.366 |
| Syn-to-layout area delta | 17.7% |
| Syn_area_per_cell | 8.44 um^2 |
| Slowest cell on the critical path | nor2b_1 |
| Number of enable flip-flop cells | 123 |
| Reg-to-reg slack, setup | 1.50 ns |
| Register area | 3770 um^2 |
| TNS Setup | 0 ns |
| Async S/R FF share, synth | 0.0238 |
| Core area | 24500 um^2 |
| Max capacitance violation total | 0 |
| Post-synth top cells | 172 x a22oi_1, 172 x nor2_1, 136 x clkbuf_1 |
| CP required | 4.24 ns |
| Cell type with the largest total area | edfxtp_1 |
| Clk root buf | clkbuf_16 |
| Post-DP HPWL | 24700 um |
| Seq share, synth | 0.374 |
| Cells after DPL | about 1500 |
| Number of synthesized register bits | ~130 |
| # DRC | 0 |
| Logic area | 5520 um^2 |
| Critical Path AT | 3.39 ns |
| RR Endpoint | out_temp_4[2] |
| Top cells by area | edfxtp_1 37%, a22oi_1 13%, nor2_1 6.4% |
| CP Depth | 6 |
| Min Tclk post-route | 4.45 ns |
| R2r worst-path depth | 9 |
| Total number of yosys warnings | 3 |
| Worst min-delay path category | register to register |
| Fill count | about 2300 |
| DP Worst Slack | 1.35 ns |
| Crit. End Element | output port |
| Worst Tran Pin Value | 0.848 ns |
| Max Clock Freq | 0.225 GHz |
| Startpoint class of the critical path | register |
| Final period util | 0.840 |
| GRT Util Overall | 0.299 |
| RSZ-0062 raised after global routing | false |
| CP delay by family, top | simple AND/OR/NAND/NOR gates |
| H-tree levels | 4 |
| Status | completed |
| First-pass GRT wire length | roughly 56000 um |
| Num rows | 57 |
| Final Skew | between 0.009 and 0.01 ns |
| Leakage | slightly below 4 nW |
| R2R Path Start | out_pipe[1] |
| ANT nets after route | 0 |
| DR iter-0 viols | 1335 |
| Final Setup Violations | 0 |
| Die H | 161 um |
| PnR worst setup slack | 0.846 ns |
| Unique cell types | 60 |
| Worst VDD drop | approximately 520 uV |
| DR pass1 iterations | 7 |
| Pins Over Slew Limit | 0 |
| Hold depth | 2 |
| Vias in the first global route | 9041 |
| Cell count in the Yosys report | ~1200 |
| Worst skew pair latency | 0.43 ns |
| Chip area in the Yosys report | 10100 um^2 |
| Pin count of the biggest net entering global routing | 55 |
| Crit-path max FO | 14 |
==> per-stage QoR <==
step,utilization,power (mW),instance area [um^2]
after floorplan,-,4.55,10100
after global placement,0.461,7.05,11300
after detailed placement,0.461,7.06,11300
after CTS,0.484,8.25,11900
after global routing,0.484,8.82,11900
final,0.484,8.33,11900
==> cells in the final DEF (no fill, tap or decap), drive strengths merged, types with 3 or more instances in the layout <==
cell / netlist / layout
o31ai: 4 / 4
or4: 11 / 11
nor3: 31 / 31
nor2b: 13 / 13
nand2: 60 / 60
clkinvlp: 0 / 5
a221oi: 7 / 7
a22oi: 172 / 172
and3: 3 / 3
xnor2: 44 / 44
buf: 23 / 31
or3: 11 / 11
a21oi: 23 / 23
clkinv: 0 / 3
edfxtp: 123 / 123
xor2: 21 / 21
nor4: 11 / 11
nand3: 19 / 19
ha: 41 / 41
o211ai: 5 / 5
and2: 4 / 4
a211o: 3 / 3
clkbuf: 139 / 20
inv: 47 / 50
a31oi: 89 / 89
mux2i: 8 / 8
nor3b: 7 / 7
o21a: 3 / 3
o21ai: 64 / 64
nand3b: 4 / 4
nor2: 173 / 173
clkdlybuf4s50: 0 / 118
a32oi: 11 / 11
==> registers in the layout, indices dropped and copies added (netlist names) <==
register / count
out_temp_1: 3
Score: 8
array_X_Right: 50
out_temp_4: 3
out_temp_3: 3
out_temp_2: 3
array_X_Left: 50
out_pipe: 3
state: 3
==> layout make-up <==
cell class	count	share of cell area
Inverter	47	0.0149
Multi-Input combinational cell	860	0.465
Antenna cell	1	0.000211
Tap cell	324	0.0341
Clock inverter	12	0.00948
Clock buffer	20	0.0385
Sequential cell	126	0.317
Timing Repair Buffer	149	0.120
==> cells by family (layout without fill, tap and decap cells) <==
family,after synthesis,after routing,synth area share
AND-OR/OR-AND,389,389,0.262
AND/OR/NAND/NOR,357,357,0.167
buffers and inverters,209,228,0.0819
flip-flops,126,126,0.374
XOR/XNOR,65,65,0.0564
adder cells (fa/ha/maj),41,41,0.0509
multiplexers,8,8,0.00794
other,0,1,0
==> tightest hold or removal path, stage by stage (launching register included) <==
cell     delay, ns
dfstp_2       0.42
nand2_1       0.08
a21oi_1       0.06
==> worst max-delay path by stage <==
stage	from	endpoint	slack [ns]
finish	out_pipe[1]	X_Edge_OO_L[9]	0.85
global route	out_temp_2[0]	X_Edge_O2_L[7]	0.71
CTS	out_temp_2[0]	X_Edge_O2_L[7]	0.90
==> layer usage <==
layer	up-vias	share of wire	GRT usage
met5	-	0	0
li1	4432	-	-
met3	113	0.12	0.0827
met4	0	0.041	0.0956
met1	4543	0.41	0.454
met2	699	0.43	0.430
==> power breakdown <==
group	switching, mW	leakage [nW]	total, mW	internal, mW
sequential	0.864	1.17	2.56	1.69
combinational	2.37	2.46	4.63	2.25
clock	0.472	0.265	1.15	0.673
Power is estimated from default activity; no workload was simulated.
