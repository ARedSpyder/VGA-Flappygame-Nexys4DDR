## flow/config.mk

```make
export PLATFORM = sky130hd
export DESIGN_NAME = Y_ROM
export DESIGN_NICKNAME = Y_ROM
export VERILOG_FILES = /design/flow/design.v
export SDC_FILE = /design/flow/constraint.sdc
export NUM_CORES = 4
export LEC_CHECK = 1
export CORE_AREA = 10 10 91 91
export DIE_AREA = 0 0 101 101
```

## flow/constraint.sdc

```tcl
current_design Y_ROM

set clk_period 3.7
set clk_io_pct 0.2

create_clock -name clk0 -period $clk_period

set non_clock_inputs [all_inputs -no_clocks]
set_input_delay [expr $clk_period * $clk_io_pct] -clock clk0 $non_clock_inputs
set_output_delay [expr $clk_period * $clk_io_pct] -clock clk0 [all_outputs]
```

## flow/design.v

```verilog
`timescale 1ns / 1ps
module Y_ROM(I,cla,
	YEdge0T, YEdge0B,
	YEdge1T, YEdge1B,
	YEdge2T, YEdge2B,
	YEdge3T, YEdge3B,
	YEdge4T, YEdge4B
	);
	parameter E0 = 210;
	parameter E1 = 252;
	parameter E2 = 180;
	parameter E3 = 110;
	parameter E4 = 314;
	parameter height = 200;
	input [2:0] I;
	input [3:0] cla;
	output [9:0] YEdge0T;
	output [9:0] YEdge0B;
	output [9:0] YEdge1T;
	output [9:0] YEdge1B;
	output [9:0] YEdge2T;
	output [9:0] YEdge2B;
	output [9:0] YEdge3T;
	output [9:0] YEdge3B;
	output [9:0] YEdge4T;
	output [9:0] YEdge4B;
	reg [9:0] YEdge0T;
	reg [9:0] YEdge0B;
	reg [9:0] YEdge1T;
	reg [9:0] YEdge1B;
	reg [9:0] YEdge2T;
	reg [9:0] YEdge2B;
	reg [9:0] YEdge3T;
	reg [9:0] YEdge3B;
	reg [9:0] YEdge4T;
	reg [9:0] YEdge4B;	
   always @(I)  
         case (I)
            3'b000: 
				begin 
					YEdge0T <= E0;
					YEdge0B <= E0 + height - 12*cla;
					YEdge1T <= E1;
					YEdge1B <= E1 + height - 12*cla;
					YEdge2T <= E2;
					YEdge2B <= E2 + height - 12*cla;
					YEdge3T <= E3;
					YEdge3B <= E3 + height - 12*cla;
					YEdge4T <= E4;
					YEdge4B <= E4 + height - 12*cla;
				end
            3'b001:
				begin 
					YEdge0T <= E1;
					YEdge0B <= E1 + height - 12*cla;
					YEdge1T <= E2;
					YEdge1B <= E2 + height - 12*cla;
					YEdge2T <= E3;
					YEdge2B <= E3 + height - 12*cla;
					YEdge3T <= E4;
					YEdge3B <= E4 + height - 12*cla;
					YEdge4T <= E0;
					YEdge4B <= E0 + height - 12*cla;
				end
            3'b010:
				begin 
					YEdge0T <= E2;
					YEdge0B <= E2 + height - 12*cla;
					YEdge1T <= E3;
					YEdge1B <= E3 + height - 12*cla;
					YEdge2T <= E4;
					YEdge2B <= E4 + height - 12*cla;
					YEdge3T <= E0;
					YEdge3B <= E0 + height - 12*cla;
					YEdge4T <= E1;
					YEdge4B <= E1 + height - 12*cla;
				end
            3'b011:
				begin 
					YEdge0T <= E3;
					YEdge0B <= E3 + height - 12*cla;
					YEdge1T <= E4;
					YEdge1B <= E4 + height - 12*cla;
					YEdge2T <= E0;
					YEdge2B <= E0 + height - 12*cla;
					YEdge3T <= E1;
					YEdge3B <= E1 + height - 12*cla;
					YEdge4T <= E2;
					YEdge4B <= E2 + height - 12*cla;
				end
			3'b100:
				begin
					YEdge0T <= E4;
					YEdge0B <= E4 + height - 12*cla;
					YEdge1T <= E0;
					YEdge1B <= E0 + height - 12*cla;
					YEdge2T <= E1;
					YEdge2B <= E1 + height - 12*cla;
					YEdge3T <= E2;
					YEdge3B <= E2 + height - 12*cla;
					YEdge4T <= E3;
					YEdge4B <= E3 + height - 12*cla;
				end
            default:
				begin 
					YEdge0T <= 10'bXXXXXXXXXX;
					YEdge0B <= 10'bXXXXXXXXXX;
					YEdge1T <= 10'bXXXXXXXXXX;
					YEdge1B <= 10'bXXXXXXXXXX;
					YEdge2T <= 10'bXXXXXXXXXX;
					YEdge2B <= 10'bXXXXXXXXXX;
					YEdge3T <= 10'bXXXXXXXXXX;
					YEdge3B <= 10'bXXXXXXXXXX;
					YEdge4T <= 10'bXXXXXXXXXX;
					YEdge4B <= 10'bXXXXXXXXXX;
				end
         endcase	 
endmodule
```

## flow/run.sh

```bash
#!/bin/bash
# OpenROAD 26Q1-2900-gdf79404cd8, Yosys 0.63+post, stock flow scripts
make -C /OpenROAD-flow-scripts/flow DESIGN_CONFIG=/design/flow/config.mk WORK_HOME=/design/flow/orfs finish
```

==> metrics.yaml <==
fin_crit_ps: 4090
dpl_cell_area_sq_um: 4260
drv_cap: 0
ys_area_sq_um: 2610
grt.overflow.total: 0
drive_gt1_share_pct: 49.7
hp-class: "input port to primary output"
violations: "setup timing"
p_leak_nw: 2.26
finalSetupTns_ps: -2610
coreArea_sq_um: 6350
final_cells: 693
fin_crit_sh_pct: 111
place_congestion: 1.02
grt_busiest_layer: "met2"
die_h_um: 101
first_pass_iters: 5
placed_cells: 645
syn_inst: 405
drt-initial-drc-count: 397
flop-count: 0
finalSetupViolations: 16
synth.avg_cell_area_sq_um: 6.44
die_x_um: 101
worstPathCellList: "buf_6 > ha_4 > fa_2 > clkinv_4 > ha_4 > buf_6 > nand2b_4 > nor3_4 > mux2_4 > buf_6 > buf_6 > mux2i_1 > nand3_1 > a221oi_2 > buf_2"
grt_max_degree: 15
drt-vias-per-instance: 5.91
netlist_area_sq_um: 2610
slowest_stage: "fa_2"
num_io_pins: 107
post-route-drc-count: 0
track_usage_pct: 23.6
crit_type: "input port to primary output"
rsz0062_at_grt: "true"
start_kind: "input port"
num_antenna_cells: 0
yosysCellCount: 405
fp_util_pct: 41.1
dp_slack_ps: -1180
use_met2_pct: 38.3
tool_warnings: 39
crit_top_cell: "buf_6"
final_area_sq_um: 5190
use_met3_pct: 6.38
fin_total_pwr_w: 0.00122
worstPathArrival_ps: 3350
status: "complete, but fails checks"
ant_nets: 0
ys_seq_share_pct: 0
gr-usage-met1_pct: 30.3
grt_pass1_vias: 3711
slew_viol_final: 0
core.rowCount: 29
synth_cell_types: 68
finalWirelength_mm: 13.9
ff_latch_area_sq_um: 0
n_clock_buffer: 0
cp-end-kind: "primary output"
via_count: 4093
clock.fmax_mhz: 245
antenna_found_initial: 0
portBuffers: 92
wl_per_cell_um: 20.1
post-route-worst-setup-slack_ps: -389
yosysWarnings: 1
die_area_sq_um: 10200
grt_pass1_wl_mm: 19.7
cp_max_fo: 4
hpwl_mm: 9.60
synthToLayoutAreaGrowth_pct: 99.2
final_hold_viol_count: 0
p_per_area_nw_per_um2: 235
crit_required_ps: 2960
hold_buffers: 0
ir_drop_v: 0.000170
max_stage_delay_ps: 650
-- cells by family (layout without fill, tap and decap cells) --
logic type | Yosys count | in the layout | synth area share [%]
adders and majority gates | 11 | 11 | 5.47
and+or+nand+nor | 122 | 122 | 21.5
muxes | 10 | 10 | 3.98
AOI/OAI and AO/OA | 136 | 136 | 35.7
xor gates and xnor gates | 34 | 34 | 13.5
other | 1 | 15 | 0.144
buffers and inverters | 91 | 288 | 19.7
-- per-layer routing --
layer | vias to the layer above | wire length (um) | part of all wire (%)
li1 | 1836 | - | -
met5 | - | 0 | 0
met2 | 263 | 6410 | 46
met4 | 0 | 328 | 2.4
met1 | 1954 | 5550 | 40
met3 | 40 | 1640 | 12
-- path summary, 6_finish.rpt --
check	from	end	slack, ps	cells after the start
setup / recovery	cla[0]	YEdge4B[7]	-390	15
hold / removal	cla[0]	YEdge2B[5]	2230	7
-- cell usage after synthesis (3+ instances only) --
master	instances	area (sq um)
a211oi_1	8	60.1
a21o_1	3	22.5
a21oi_1	31	155
a221o_1	3	30.0
a221oi_1	3	26.3
a222oi_1	3	30.0
a22o_1	3	26.3
a22oi_1	7	52.6
a31oi_1	6	37.5
and3_1	4	25.0
buf_1	7	26.3
buf_2	8	40.0
buf_4	43	323
clkbuf_1	16	60.1
clkinv_1	5	18.8
ha_1	9	113
inv_1	8	30.0
inv_2	4	15.0
mux2i_1	7	70.1
nand2_1	32	120
nand2b_1	3	18.8
nand3_1	11	55.1
nand4_1	4	25.0
nor2_1	42	158
nor3_1	11	55.1
nor3b_1	3	22.5
o211ai_1	3	22.5
o21ai_0	31	155
o221ai_1	3	26.3
o22ai_1	7	43.8
o311ai_0	3	26.3
xnor2_1	27	236
xnor2_2	3	48.8
-- repair_timing --
action                     CTS  global route
pin swaps                   54            57
setup endpoints to repair   30            42
hold endpoints to repair     0             0
gates resized              190            81
setup buffers               38            28
-- power by group --
part	internal [W]	switching (W)	leakage, nW	total (W)
Clock	0	0	0	0
Combinational	0.000680	0.000543	2.26	0.00122
Sequential	0	0	0	0
Total	0.000680	0.000543	2.26	0.00122
-- layout by cell type (no fill, tap or decap), drive strengths merged, types with 11 or more instances in the layout --
cell	synthesis	final
conb	1	15
nor3	12	12
nand2	32	32
inv	12	13
o21ai	32	32
a21oi	34	34
nand3	11	11
xnor2	31	31
clkbuf	16	11
nor2	44	44
buf	58	197
clkdlybuf4s50	0	58
-- per-stage QoR --
stage / hold WS [ps] / util (%)
after floorplan: 1620 / -
after global placement: 2800 / 67.0
after detailed placement: 2800 / 67.0
after CTS: 2330 / 78.2
after global routing: 2280 / 81.8
final: 2230 / 81.8
-- cell type report --
type                       instances  area [sq um]
timing repair buffer             271          2280
fill                             365          1150
tap                               77          96.3
multi-input combinational        328          2740
inverter                          17          72.6
-- critical path, delay by kind of cell --
| family | cells | cell delay [ps] |
|---|---|---|
| and+or+nand+nor | 3 | 270 |
| buffers and inverters | 6 | 660 |
| muxes | 2 | 460 |
| AOI/OAI and AO/OA | 1 | 250 |
| adders and majority gates | 3 | 980 |
Power is estimated from default activity; no workload was simulated.
